==> ./run.sh <==
#!/bin/bash
# OpenROAD 26Q1-2900-gdf79404cd8, Yosys 0.63+post, stock flow scripts
make -C /OpenROAD-flow-scripts/flow DESIGN_CONFIG=/design/flow/config.mk WORK_HOME=/design/flow/orfs finish
==> ./config.mk <==
export PLATFORM = sky130hd
export DESIGN_NAME = light_ctrl
export DESIGN_NICKNAME = light_ctrl
export VERILOG_FILES = /design/flow/design.v
export SDC_FILE = /design/flow/constraint.sdc
export NUM_CORES = 4
export LEC_CHECK = 1
export CORE_UTILIZATION = 40
==> ./constraint.sdc <==
current_design light_ctrl

set clk_period 2.4
set clk_io_pct 0.2

create_clock -name clk0 -period $clk_period [get_ports {clk}]
create_clock -name clk1 -period $clk_period [get_ports {clk_1khz}]

set non_clock_inputs [all_inputs -no_clocks]
set_input_delay [expr $clk_period * $clk_io_pct] -clock clk0 $non_clock_inputs
set_output_delay [expr $clk_period * $clk_io_pct] -clock clk0 [all_outputs]
==> ./design.v <==
module light_ctrl(
    input wire clk,           
    input wire clk_1khz,      
    input wire nrst,          
    input wire [8-1:0] current,    
    input wire [8-1:0] target,     
    output wire pwm
);
    reg [8-1:0] cvr;
    pwm16b pwm_inst (
        .clk(clk),
        .nrst(nrst),
        .cvr({8'b0, cvr}),
        .arr(16'd255),
        .pwm(pwm)
    );
    parameter IDLE = 8'b00,
              RUNNING = 8'b01;
    parameter MAX_CVR = 8'hFE,
              MIN_CVR = 8'h01;
    reg [7:0] state, next_state;
    reg signed [7:0] diff;   
    always @(posedge clk or negedge nrst) begin
        if (nrst == 0) begin
            state <= IDLE;
            next_state <= IDLE;
        end else begin
            state <= next_state;
            case (state)
                IDLE: begin
                    next_state = RUNNING;
                end
                RUNNING: begin
                    next_state = RUNNING;
                end
            endcase
        end
    end
    always @(posedge clk_1khz or negedge nrst) begin
        if (nrst == 0) begin
            cvr <=8'b00;
        end else begin
            case (state)
                IDLE: begin
                    cvr <= MIN_CVR;   
                end
                RUNNING: begin
                    diff <= target - current;
                    if (diff > 0 && cvr < MAX_CVR) begin
                        cvr <= cvr + 1'b1;
                    end else if (diff < 0 && cvr > MIN_CVR) begin
                        cvr <= cvr - 1'b1;
                    end
                end
            endcase
        end
    end
endmodule
module pwm16b (
    input wire clk,           
    input wire nrst,          
    input wire [15:0] cvr,    
    input wire [15:0] arr,    
    output reg pwm            
);
	reg [15:0] cnt;
    always @(posedge clk or negedge nrst) begin
        if (!nrst) begin
            cnt <= 1'b0;
            pwm <= 1'b0;
        end 
        else if(cnt >= arr) begin
			cnt <= 1'b0;
			pwm <= 1'b1;
			end 
	    else if (cnt == cvr)begin
			pwm <= 1'b0;
			cnt <= cnt + 1'b1;
			end
	    else	
			cnt <= cnt + 1'b1;
    end
endmodule
==> COMMIT_EDITMSG <==
Update PnR metrics after Yosys + OpenROAD run

* Hold buffer count at cts: 0
* Final count of negative-setup-slack endpoints: 0
- The first TritonRoute pass finished after 4 iterations.
- FP Util: 43.1%
* CP Class: in -> reg
* Via count of the first global-routing pass: 1,350
- RePlAce ended its routability-driven mode at a weighted congestion of 0.880.
* Area of the placeable core: 4500 sq um
- Setup crit end kind: register
* Post-synthesis instance area: 1940 sq um
- The floorplan has 24 rows.
- Wire length after detailed routing: 3030 um
- Hold timing on the final database bottoms out at a slack of 0.350 ns.
* Global routing usage summed across all routing layers: 13.6%
- Worst Hold Path Cells: 0
- Global route overflow: 0
* Fraction of layout instances using a drive strength above 1: 8.56%
- Remaining routing DRC violations: 0
- Cell type of the slowest stage on the worst timing path: clkdlybuf4s50_1
- Counting every instance in the synthesized netlist gives 190.
* Largest net degree at the start of global routing: 28
* Share of synthesized area occupied by flip-flops and latches: 47.2%
* Synthesis Warnings: 2
* Max IR drop VDD: 0.297 mV
* Vias per inst: 5.07
* Number of cells in the finished layout apart from fillers: 274
- The worst hold path terminates at state.
- Buffers placed on the I/O ports in this run total 18.
- Slack of the worst reg-to-reg path: 0.34 ns
- Looking at hold timing, the worst path starts from next_state.
- On the reported timing paths, the clock transition at the registers reads 0.07 ns.
- According to the floorplan report, the total die area is 5140 sq um.
* Setup repair after global routing missed its margin: false
- Wire length per cell: 11.1 um
- X dimension of the die: 71.7 um
* Maximum Capacitance Violations: 0
- Number of warnings the tools reported: 28
* First-iteration detailed-routing DRC count: 87
- Cell leakage power: 0.981 nW
* Worst endpoint required time: 2.40 ns
- Number of max-slew violations in the final report: 0
* Diodes inserted: 0
- STA lists the startpoint of the worst register-to-register path as cvr[1].
- Tightest Pin Transition: 0.581 ns
- Summing over every cut layer, the via total after detailed routing is 1,389.
* Accumulated negative setup slack: 0 ns
- According to the Yosys statistics, the synthesized design has a chip area of 1940 sq um.
- STA classifies the critical path startpoint as an input port.
* Most used logic cell in the final layout: dfrtp_1
- WP data arrival: 2.27 ns
* CP max FO: 2
* Largest stage delay on the critical path: 0.45 ns
- Per the post-route antenna check, the number of violating nets is 0.
* Distinct lib cells used: 44
- Headroom to the max-slew limit came out at 61.2%.
* Wire length of the first global-routing pass: 5440 um
- Pwr dens: 747 nW/um^2
- Clock tree from TritonCTS: built
* Boundary pin count: 20
- Critical path's top delay family: AND-OR/OR-AND gates
* Worst Reg-to-Reg Cells: 7
- Number of hold violations in the final report: 0
- The initial antenna violation count is 0.
* TritonCTS Sinks: 35
- Sum of net half-perimeters after detailed placement: 2310 um
- Relative area change from synthesis to final layout: 19.1%
* Post-synth tally of flip-flops with integrated enable: 8
* Class of the most critical hold timing path: reg -> reg
- Synth async-reset ratio: 77.1%
- The number of cells reported by Yosys stat comes to 190.
- Synthesis-stage register bit count: 35
- Listed in order, past its start point the critical path passes clkdlybuf4s50_1 -> inv_1 -> ha_1 -> fa_2 -> nor2b_1 -> o21ai_1 -> a21boi_1 -> nor4_1 -> a311o_1.
* Commonest non-fill, non-tap cells in the layout: 27 x dfrtp_1, 20 x xnor2_1, 18 x clkdlybuf4s50_1
* Run status: finished clean
- Averaged over all synthesized cells, the footprint is 10.2 sq um.
- For the worst reg-to-reg path, the endpoint reported by OpenROAD is cvr[7].
- Clock skew on the completed layout was measured at 0.00577 ns.
- DIE HEIGHT: 71.7 um
- DP Cell Count: 266
* Most used DFF post-synth: dfrtp_1
- Crit path buffers/inverters: 2
## where the power goes
| part | switching (W) | total [W] | internal, W | leakage (nW) |
|---|---|---|---|---|
| clock network | 0.000191 | 0.000421 | 0.000230 | 0.0449 |
| registers | 0.000115 | 0.000793 | 0.000679 | 0.418 |
| logic | 0.000233 | 0.000513 | 0.000280 | 0.518 |
## per-stage QoR
stage | setup slack, ns | power (W) | utilization [%] | instance area (sq um)
after floorplan | 0.222 | 0.00120 | - | 1970
after global placement | -0.241 | 0.00130 | 49.2 | 2220
after detailed placement | -0.283 | 0.00131 | 49.2 | 2220
after CTS | 0.0450 | 0.00174 | 51.3 | 2310
after global routing | 0.0212 | 0.00185 | 51.3 | 2310
final | 0.124 | 0.00173 | 51.3 | 2310
## how the worst max path moves through the flow
| stage | startpoint | end | cells past startpoint | slack [ns] |
|---|---|---|---|---|
| 6_report | target[0] | diff[6] | 9 | 0.12 |
| 5_1_grt | target[0] | diff[6] | 9 | 0.02 |
| 4_1_cts | target[0] | diff[6] | 9 | 0.04 |
## kinds of logic (layout without fill, tap and decap cells)
logic type	Yosys count	count (layout)	share of synthesized area, %
fa+ha+maj	12	12	8.12
compound gates	25	25	9.47
xor+xnor	24	24	10.8
other cells	2	9	0.387
flops	35	35	47.2
buf+inv	22	47	4.90
mux	1	1	0.515
simple gates	69	69	18.6
## state kept, by name, summed over array words and instances (netlist names)
register and flops:
pwm_inst.pwm 1, state 1, pwm_inst.cnt 16, cvr 8, diff 8, next_state 1
## cell usage after synthesis, types with 2 or more instances
master / number / area [sq um]
nor2b_1: 2 / 12.5
inv_1: 16 / 60.1
conb_1: 2 / 7.51
and3_1: 3 / 18.8
and2_1: 6 / 37.5
clkbuf_1: 3 / 11.3
a21oi_1: 5 / 25.0
nor3_1: 3 / 15.0
nand2_1: 15 / 56.3
and4_1: 2 / 17.5
or2_2: 3 / 18.8
nand2b_1: 2 / 12.5
a211oi_1: 2 / 15.0
dfrtp_1: 27 / 676
nand4_1: 4 / 25.0
nor2_1: 15 / 56.3
ha_1: 11 / 138
edfxtp_1: 8 / 240
nand3_1: 6 / 30.0
a31oi_1: 4 / 25.0
o21ai_0: 3 / 15.0
xor2_1: 4 / 35.0
xnor2_1: 20 / 175
nor4_1: 4 / 25.0
## area by class of cell
| type | instances | area [sq um] |
|---|---|---|
| clock inverters | 2 | 11.3 |
| flip-flops and latches | 35 | 916 |
| well taps | 52 | 65.1 |
| clock buffers | 6 | 82.6 |
| inverters | 16 | 60.1 |
| multi-input cells | 140 | 960 |
| fillers | 389 | 2190 |
| repair buffers | 23 | 218 |
## repair_timing
action / 4_1_cts / 5_1_grt
resized: 1 / 2
pin swaps: 0 / 1
buffers inserted: 0 / 0
setup endpoints to repair: 1 / 1
## layer usage
| layer | wire length [um] | track usage, % | vias to the layer above | share of wire [%] |
|---|---|---|---|---|
| li1 | - | - | 707 | - |
| met1 | 1480 | 19.1 | 640 | 49 |
| met4 | 58 | 3.49 | 0 | 1.9 |
| met2 | 1340 | 22.0 | 34 | 44 |
| met5 | 0 | 0 | - | 0 |
| met3 | 145 | 3.42 | 8 | 4.8 |
No activity file was given, so power comes from the tool's default toggle rates.
