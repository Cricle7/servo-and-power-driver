===== design.v =====
module dir2angle(
    input wire clk,           
    input wire nrst,          
    input wire neg_dir,
    input wire pos_dir,
    output reg [7:0] angle
);
parameter POS_ANGLE = 8'd110,
            NEG_ANGLE = 8'd70,
            CENTER_ANGLE = 8'd90;
always @(posedge clk or negedge nrst) begin
    if (!nrst) begin
        angle <= CENTER_ANGLE;
    end else begin
        if (pos_dir) begin
            angle <= POS_ANGLE;
        end else if (neg_dir) begin
            angle <= NEG_ANGLE;
        end else begin
			angle <= CENTER_ANGLE;
		end
    end
end
endmodule
module eyes(
    input wire clk,           
    input wire clk_90khz,      
    input wire clk_1khz,      
    input wire nrst,          
    input wire left_dir,
    input wire right_dir,
    input wire up_dir,
    input wire down_dir,
    output wire pwm_x,
    output wire pwm_y
);
    wire [7:0] angle_x_raw;
    wire [7:0] angle_y_raw;
    dir2angle dir2angle_x (
        .clk(clk),
        .nrst(nrst),
        .neg_dir(left_dir),
        .pos_dir(right_dir),
        .angle(angle_x_raw)
    );
    dir2angle dir2angle_y (
        .clk(clk),
        .nrst(nrst),
        .neg_dir(down_dir),
        .pos_dir(up_dir),
        .angle(angle_y_raw)
    );
    sg90 servo_x (
        .clk(clk),
        .clk_90khz(clk_90khz),
        .clk_1khz(clk_1khz),
        .nrst(nrst),
        .angle_raw(angle_x_raw),
        .pwm(pwm_x)		
    );
    sg90 servo_y(
        .clk(clk),
        .clk_90khz(clk_90khz),
        .clk_1khz(clk_1khz),
        .nrst(nrst),
        .angle_raw(angle_y_raw),
        .pwm(pwm_y)		
    );
endmodule
module lpf(
    input wire clk,           
    input wire clk_samp,      
    input wire nrst,          
    input   [15:0] in,
    output  reg [15:0] out
);
    always @(posedge clk or negedge nrst) begin
        if (!nrst) begin
            out <= 0;   
        end else if (clk_samp) begin
            out <= (out + (out << 1) + in) >> 2;   
        end
    end
endmodule
module pwm16b (
    input wire clk,           
    input wire nrst,          
    input wire [15:0] cvr,    
    input wire [15:0] arr,    
    output reg pwm            
);
	reg [15:0] cnt;
    always @(posedge clk or negedge nrst) begin
        if (!nrst) begin
            cnt <= 1'b0;
            pwm <= 1'b0;
        end 
        else if(cnt >= arr) begin
			cnt <= 1'b0;
			pwm <= 1'b1;
			end 
	    else if (cnt == cvr)begin
			pwm <= 1'b0;
			cnt <= cnt + 1'b1;
			end
	    else	
			cnt <= cnt + 1'b1;
    end
endmodule
module sg90(
    input wire clk,           
    input wire clk_90khz,     
    input wire clk_1khz,      
    input wire nrst,          
    input wire [15:0] angle_raw,
    output wire pwm
);
    wire [15:0] angle;
    wire [15:0] cvr;
     lpf lpf_inst (
        .clk(clk),
        .clk_samp(clk_1khz),
        .nrst(nrst),
        .in(angle_raw),
        .out(angle)
    ); 
assign cvr = angle + 6'd45;
    pwm16b pwm16b_inst (
        .clk(clk_90khz),
        .nrst(nrst),
        .cvr(cvr),
        .arr(16'd1800),
        .pwm(pwm)
    );
endmodule

===== run.sh =====
#!/bin/bash
# OpenROAD 26Q1-2900-gdf79404cd8, Yosys 0.63+post, stock flow scripts
make -C /OpenROAD-flow-scripts/flow DESIGN_CONFIG=/design/flow/config.mk WORK_HOME=/design/flow/orfs finish

===== config.mk =====
export PLATFORM = sky130hd
export DESIGN_NAME = eyes
export DESIGN_NICKNAME = eyes
export VERILOG_FILES = /design/flow/design.v
export SDC_FILE = /design/flow/constraint.sdc
export NUM_CORES = 4
export LEC_CHECK = 1
export CORE_UTILIZATION = 40

===== constraint.sdc =====
current_design eyes

set clk_period 3.9
set clk_io_pct 0.2

create_clock -name clk0 -period $clk_period [get_ports {clk}]
create_clock -name clk1 -period $clk_period [get_ports {clk_90khz}]

set non_clock_inputs [all_inputs -no_clocks]
set_input_delay [expr $clk_period * $clk_io_pct] -clock clk0 $non_clock_inputs
set_output_delay [expr $clk_period * $clk_io_pct] -clock clk0 [all_outputs]

==> results_slide.txt <==
Run Summary

Setup path
  – WS Path Type: register to register
  – CP required: 4100 ps
  – Worst path arrival time: 3370 ps
  – R2r setup slk: 730 ps
  – R2R cell count: 9
  – CP Launch Type: register
  – Element type at the critical path end: register
  – Worst-path maximum fanout: 10

Outcome
  – Outcome: finished clean

Power and ir drop
  – Seq pwr share: 21.7%
  – PwrDens: a little under 1000 nW/um^2
  – Clock power frac: 14.1%
  – Int Power: about 3.1 mW
  – Sw frac: between 40 and 50%
  – Combinational Power Share: 64.2%
  – Peak supply drop: 0.661 mV
  – Pwr Total: ~5.5 mW
  – Leakage: 2.46 nW
  – Psw: 2.41 mW

Clock network
  – Resized cells post-CTS: 0
  – Reg clk slew, reported paths: 60 ps
  – Hold buffers post-CTS: 0
  – CTS sink cnt: 70
  – Postcts setup bufs: 0
  – CTS tree: yes

STA
  – Final setup viols: 0
  – Setup slack after layout: 728 ps
  – Setup TNS: 0 ps
  – Worst-margin pin slew: 603 ps
  – Pins over their slew limit: 0
  – Layout Skew: around 4.3 ps
  – RSZ-0062 raised after global routing: no
  – Final tally of hold violations: 0
  – Max transition margin: between 50% and 60%

Synthesis
  – Synth cell count leaders: 66 x dfrtp_1, 56 x ha_1, 50 x nor2_1, 49 x xnor2_1, 36 x inv_1
  – Mean Syn Cell Area: 9.75 um^2
  – Post-synth EDFFs: 0
  – Synth area leader: dfrtp_1
  – Cells after Synth: 512
  – Yosys stat chip area: 4990 um^2
  – Yosys warning tally: 5
  – Flops after synth: 70
  – Top_reg_cell synth: dfrtp_1
  – Top cells, area: dfrtp_1 33%, ha_1 14%, xnor2_1 8.6%
  – Asr flop ratio synth: 100%
  – Yosys cell types: 52
  – # Cells Yosys: 512
  – Seq share, synth: 35.2%
  – Most frequent cell after synthesis: dfrtp_1
  – Top cell type's share of synthesized area: 33.1%
  – Synth Cell Area: 4990 um^2

Route
  – Via/cell ratio: 5.05
  – DRC Markers: 0
  – Routed Antenna Nets: 0
  – Final wirelength: approximately 9200 um
  – First-pass DRT Iterations: 4
  – ANT cells: 0
  – Avg WL per Cell: roughly 13 um
  – Via count: 3,553
  – Initial DRC count: 105

Job
  – Max Cap Violations: 0
  – Tool warning count: 40

Global route
  – Tot GR Track Use: 16.3%
  – First-pass GRT wire length: 16,400 um
  – Vias in the first global route: between 3,000 and 4,000
  – Grt ovf: 0
  – Initial antenna violation count: 0
  – Pin count of the biggest net entering global routing: 48

Floorplanning
  – Die Wd: about 110 um
  – Core area: 12,100 um^2
  – Ports: 10
  – Initial core utilization: approximately two fifths
  – FP Rows: 40
  – Die height: 114 um
  – Die ar.: 12,900 um^2

Finish
  – Layout cells sized above 1: under 10%
  – Non-filler cells, final: ~700
  – Fillers: 1,152
  – Synth-to-Final Area Change: 11.7%

Place
  – Routability cong.: 0.849
  – Pre-CTS setup slack: 738 ps
  – Port buffer count: 8
  – Hpwl dp: about 7000 um
  – Placed Cells: 689

Hold path
  – Type of the most critical hold path: input pin to async pin
[through the flow]
stage               cell area (um^2)  utilization (%)  hold slack (ps)
floorplan                       5020                -              446
global placement                5290             43.7              515
detailed placement              5290             43.7              521
CTS                             5580             46.0              501
global route                    5580             46.0              523
finish                          5580             46.0              487
[flip-flops by register name, indices dropped and copies added (netlist names)]
name	flops
servo_y.lpf_inst.out	14
servo_x.pwm16b_inst.cnt	16
dir2angle_y.angle	4
servo_x.pwm16b_inst.pwm	1
dir2angle_x.angle	4
servo_x.lpf_inst.out	14
servo_y.pwm16b_inst.cnt	16
servo_y.pwm16b_inst.pwm	1
[layer usage]
layer | vias to the layer above | wire length [um] | track usage (%)
li1 | 1830 | - | -
met1 | 1692 | 4410 | 22.5
met4 | 0 | 53 | 0.877
met3 | 7 | 295 | 4.66
met2 | 24 | 4490 | 27.4
met5 | - | 0 | 0
[power by group through the flow]
stage     logic (mW)  clock network, mW  registers, mW
4_1_cts         3.57              0.806           1.21
5_1_grt         4.06              0.844           1.24
6_report        3.55              0.778           1.20
[path summary, 6_finish.rpt]
path | from | endpoint
min in group clk1 | servo_y.pwm16b_inst.pwm | servo_y.pwm16b_inst.pwm
hold / removal | nrst | dir2angle_y.angle[5]
max in group clk1 | servo_y.pwm16b_inst.cnt[6] | servo_y.pwm16b_inst.pwm
setup / recovery | servo_y.lpf_inst.out[2] | servo_y.lpf_inst.out[12]
hold reg to reg | servo_y.pwm16b_inst.pwm | servo_y.pwm16b_inst.pwm
setup reg to reg | servo_y.lpf_inst.out[2] | servo_y.lpf_inst.out[12]
min in group clk0 | servo_y.lpf_inst.out[11] | servo_y.lpf_inst.out[11]
max in group asynchronous | nrst | servo_y.pwm16b_inst.cnt[9]
[placed cells by master (no fill, tap or decap), types with 15 or more instances in the layout]
cell type  netlist  final
a21oi_1         23     23
dfrtp_1         66     66
ha_1            56     56
inv_1           36     36
nand2_1         27     27
nand3_1         15     15
nor2_1          50     50
o21ai_0         17     17
xnor2_1         49     49
xor2_1          30     30
[worst max-delay path: stages (launching register included)]
cell and delay, ps:
dfrtp_1 560, fa_1 480, ha_1 250, fa_1 420, a21o_1 210, a31oi_1 270, a21oi_1 170, a221oi_1 280
mux2_2 360, o211ai_1 90
[final cells by class]
class / instances / area, um^2 / share of cell area, %
repair buffers: 10 / 90.1 / 1.62
inverters: 36 / 135 / 2.42
clock buffers: 15 / 289 / 5.18
flip-flops and latches: 70 / 1760 / 31.5
well taps: 168 / 210 / 3.77
multi-input cells: 405 / 3100 / 55.5
[cells by family (layout without fill, tap and decap cells)]
logic type                 count (synthesis)  after routing  share of synthesized area [%]
adders and majority gates                 66             66                           18.0
xor gates and xnor gates                  79             79                           13.9
and+or+nand+nor                          138            138                           13.2
buffers and inverters                     46             61                           3.46
other                                      1             10                         0.0751
AOI/OAI and AO/OA                        100            100                           13.5
muxes                                     12             12                           2.66
DFF                                       70             70                           35.2
Power and IR drop assume default switching activity.
